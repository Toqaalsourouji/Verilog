File: flow/design.v
module RCA ( 
input [3:0] A,
input [3:0] B,
input cin,
output cout,
output [3:0] sum
);
    wire x,y,z;
    fulladder add1 (A[0], B[0], cin, x, sum[0]);
    fulladder add2 (A[1], B[1], x, y, sum[1]);
    fulladder add3 (A[2], B[2], y, z, sum[2]);
    fulladder add4 (A[3], B[3], z, cout, sum[3]);
endmodule
module csa8(
    input [7:0] X,
    input [7:0] Y,
    input cin,
    output [7:0] s,
    output cout
);
wire Wire1, Wire2, Wire3;
wire [7:4] Wire4;
wire [7:4] Wire5;
RCA r1(.A(X[3:0]), .B(Y[3:0]), .cin(cin), .cout(Wire1), .sum(s[3:0]));
RCA r2(.A(X[7:4]), .B(Y[7:4]), .cin(1'b0), .cout(Wire2),.sum(Wire4));
RCA r3(.A(X[7:4]), .B(Y[7:4]), .cin(1'b1), .cout(Wire3), .sum(Wire5));
assign s[7:4] = (Wire1 == 0) ? Wire4 : Wire5;
assign cout = (Wire1 == 0) ? Wire2 : Wire3;
endmodule
module fulladder (
input x,
input y,
input cin,
output cout,
output sum
);
assign sum = x^y^cin; 
assign cout = (x&y)| (y&cin)| (x&cin) ; 
endmodule
File: flow/run.sh
#!/bin/bash
# OpenROAD 26Q1-2900-gdf79404cd8, Yosys 0.63+post, stock flow scripts
make -C /OpenROAD-flow-scripts/flow DESIGN_CONFIG=/design/flow/config.mk WORK_HOME=/design/flow/orfs finish
File: flow/config.mk
export PLATFORM = sky130hd
export DESIGN_NAME = csa8
export DESIGN_NICKNAME = csa8
export VERILOG_FILES = /design/flow/design.v
export SDC_FILE = /design/flow/constraint.sdc
export NUM_CORES = 4
export LEC_CHECK = 1
export CORE_AREA = 10 10 70 70
export DIE_AREA = 0 0 80 80
File: flow/constraint.sdc
current_design csa8

set clk_period 3.0
set clk_io_pct 0.2

create_clock -name clk0 -period $clk_period

set non_clock_inputs [all_inputs -no_clocks]
set_input_delay [expr $clk_period * $clk_io_pct] -clock clk0 $non_clock_inputs
set_output_delay [expr $clk_period * $clk_io_pct] -clock clk0 [all_outputs]
==> flow_summary.toml <==
# flow metrics
[detailed_routing]
detail_route.iter0.violations = 2
wl_um = 870
drt-vias-per-instance = 2.80
vias = 297
drtAntennaViolNets = 0
post-route-drc-count = 0
antenna-diode-count = 0
dr.pass1.iters = 2
wl_per_cell_um = 8.21

[logic_synthesis]
syn_inst = 34
synth_area_sq_um = 303
yosys_cells = 34
ys_area_sq_um = 303
yosysTopAreaCellShare_pct = 26.4
synth.distinct_cells = 13
synth_seq_share_pct = 0
yosysMostFrequentCell = "inv_1"
synth_top_cell_by_area = "fa_1"
synth.top_cells.by_area = "fa_1 (26%), ha_1 (21%), inv_1 (11%)"
syn_avg_cell_area_sq_um = 8.91
yosysWarningCount = 0
ys_top_cells_by_count = "inv_1 (9), ha_1 (5), buf_4 (4), fa_1 (4), xor2_1 (3)"

[layout]
mi_logic_area_sq_um = 279
nClkBuffers = 0
drive_gt1_share_pct = 41.7
seq_area_sq_um = 0
seq_cells = 0
fillers = 393
stdcell_area_sq_um = 659
syn2layout_area_growth_pct = 118

[critical_path]
max_stage_delay_ns = 0.41
critPathMaxFanout = 3
startpoint_type = "input port"
critPathKind = "in2out"
cp_cell_sequence = "buf_8, inv_12, fa_2, inv_2, fa_2, fa_2, fa_2, mux2i_4, o311ai_4, buf_4, xor2_1, buf_2"
critPathSlowestCell = "fa_2"
crit_top_cell = "fa_2"
cp-end-kind = "output pin"
cp_data_required_time_ns = 2.40
arrival_ns = 2.90

[sta]
fin_setup_tns_ns = -1.79
slew_headroom_pct = 79.3
maxSlewViolCount = 0
finalHoldViolCount = 0
min_period_ns = 3.50
worst_pin_slew_ns = 0.307
timing.hold.ws_ns = 1.94
setup-violations-final = 5
min_period_over_period_pct = 117
fmax_ghz = 0.285
rsz0062_at_grt = "yes"
setup_ws_ns = -0.505

[outcome]
status = "finished with violations"
violations = "negative setup slack"

[grt]
gr-total-overflow = 0
grt_pass1_vias = 324
grt_max_degree = 4
track_usage_pct = 2.72
antenna_found_initial = 0
grt_pass1_wl_um = 1480

[die]
io_pins = 26
fp-row-count = 21
die_h_um = 80
die_x_um = 80
fp_util_pct = 8.86
die_area_sq_um = 6400
coreArea_sq_um = 3420

[placed_design]
place_hpwl_um = 844
numPortBuffers = 26
placed_area_sq_um = 622
gp_congestion = 0.668

[power]
pwr-share-clk_pct = 0
combinationalPowerShare_pct = 100.0
leakagePower_uw = 0.000286
power_switching_share_pct = 32.9
p_seq_share_pct = 0
internal_power_uw = 76.4
p_per_area_nw_per_um2 = 173
net-switching-power_uw = 37.5
totalPowerFinal_uw = 114
peakVddDrop_mv = 0.0481

[cts]
hold_buffers = 0

[run]
tool_warnings = 36
drv_cap = 0

[min_path]
hold_path_class = "in2out"
## what timing repair did
item,in CTS,in global routing
setup buffers,3,1
endpoints found under the setup margin,8,5
cloned,0,0
resized,38,3
pin swaps,10,7
## per-layer routing
metal | vias up | part of all wire, % | wire, um | global-route usage (%)
met4 | 0 | 0 | 0 | 0
li1 | 153 | - | - | -
met5 | - | 0 | 0 | 0
met3 | 0 | 10 | 90 | 1.02
met2 | 10 | 55 | 476 | 4.98
met1 | 134 | 35 | 303 | 3.08
## area by class of cell
type / count / share of cell area, %
inverters: 9 / 8.16
repair buffers: 30 / 40.8
well taps: 46 / 8.73
multi-input cells: 21 / 42.3
## kinds of logic after synthesis
group,count (synthesis),synth area share (%)
XOR/XNOR,4,11.6
AND/OR/NAND/NOR,3,4.55
adder cells (fa/ha/maj),9,47.1
AND-OR/OR-AND,4,12.4
buffers and inverters,13,21.1
multiplexers,1,3.31
## critical path, delay by kind of cell
| family | cells | cell delay, ns |
|---|---|---|
| AOI/OAI and AO/OA | 1 | 0.23 |
| xor gates and xnor gates | 1 | 0.12 |
| adders and majority gates | 4 | 1.29 |
| buffers and inverters | 5 | 0.45 |
| muxes | 1 | 0.22 |
## power groups by stage
stage | sequential (uW) | clock (uW) | combinational [uW]
after CTS | 0 | 0 | 113
final | 0 | 0 | 114
after global routing | 0 | 0 | 129
## worst paths after layout
| kind | startpoint | end | slack [ns] | cells past startpoint |
|---|---|---|---|---|
| max | X[0] | s[7] | -0.50 | 12 |
| min | cin | s[0] | 1.94 | 5 |
## layout by cell type (no fill, tap or decap), types with 2 or more instances in the layout
cell              n
buf_4             4
ha_1              5
dlygate4sd2_1     3
clkdlybuf4s50_1  15
fa_2              4
xor2_1            3
buf_6             2
buf_2             5
inv_1             5
nor2_1            2
## metrics by stage
step	instances	util, %	setup slack (ns)
CTS	105	18.8	-0.571
floorplan	34	-	-0.126
detailed placement	102	18.2	-1.36
global placement	102	18.2	-1.33
global route	106	19.3	-0.615
finish	106	19.3	-0.505
No activity file was given, so power comes from the tool's default toggle rates.
