## config.mk

```make
export PLATFORM = sky130hd
export DESIGN_NAME = ROM
export DESIGN_NICKNAME = ROM
export VERILOG_FILES = /design/flow/design.v
export SDC_FILE = /design/flow/constraint.sdc
export NUM_CORES = 4
export LEC_CHECK = 1
export CORE_AREA = 10 10 70 70
export DIE_AREA = 0 0 80 80
```

## constraint.sdc

```tcl
current_design ROM

set clk_period 1.0
set clk_io_pct 0.2

create_clock -name clk0 -period $clk_period

set non_clock_inputs [all_inputs -no_clocks]
set_input_delay [expr $clk_period * $clk_io_pct] -clock clk0 $non_clock_inputs
set_output_delay [expr $clk_period * $clk_io_pct] -clock clk0 [all_outputs]
```

## design.v

```verilog
module ROM (input [5:0] addr, output [33:0] data_out);
reg [33:0] mem [0:63];
assign data_out = mem[addr];
initial begin
 mem[0]= 34'bXXXXXXXX_XXXX_XXXX_0000_1_1_X_XXX_01111100;
 mem[1]= 34'bXXXXXXXX_XXXX_XXXX_0001_1_1_X_XXX_00011100;
 mem[2]= 34'bXXXXXXXX_XXXX_XXXX_0010_1_1_X_XXX_11000111;
 mem[3]= 34'bXXXXXXXX_0000_0001_1010_1_0_0_100_XXXXXXXX;
 mem[4]= 34'bXXXXXXXX_0000_0010_1011_1_0_0_110_XXXXXXXX;
 mem[5]= 34'bXXXXXXXX_1010_1011_1100_1_0_0_000_XXXXXXXX;
 mem[6]= 34'b10001010_1100_XXXX_1101_1_0_0_001_XXXXXXXX;
end
endmodule
```

## run.sh

```bash
#!/bin/bash
# OpenROAD 26Q1-2900-gdf79404cd8, Yosys 0.63+post, stock flow scripts
make -C /OpenROAD-flow-scripts/flow DESIGN_CONFIG=/design/flow/config.mk WORK_HOME=/design/flow/orfs finish
```

==> run_results.csv <==
group,metric,value,unit
yosys,synth_warnings,1,
placed_design,place_hpwl,887.6,um
final_layout,final_cell_mix,"conb_1, buf_2, buf_4",
power,p_per_area,341.7,nW/um2
final_layout,syn_to_final_growth,121.8,%
power,switching_power,74.59,uW
routing,drt_first_pass_iters,2,
yosys,largest_area_cell,"buf_4",
floorplan,ios,40,
floorplan,core-area,3416,um2
yosys,top_area_share,52.78,%
clock_tree,ctsHoldBuffers,0,
power,p_sw_share,36.42,%
setup_path,worstPathMaxFanout,3,
placed_design,place_area,480.5,um2
timing,max_freq,0.9795,GHz
global_route,grt.overflow.total,0,
yosys,ys_chip_area,270.3,um2
setup_path,cp_cell_sequence,"buf_8 -> buf_6 -> buf_6 -> o21a_1 -> buf_2",
floorplan,initial_core_util,7.912,%
setup_path,slowest_delay,170,ps
status,outcome,"complete, but fails checks",
placed_design,pre_cts_ws,-856.2,ps
routing,drt.antenna.violating_nets,0,
floorplan,die_area,6400,um2
worst_hold_path,hp-class,"in -> out",
power,p_int,130.2,uW
global_route,grt_pass1_vias,327,
timing,rsz0062_at_grt,"true",
job,drv_cap,0,
yosys,synthAoiAreaFrac,8.333,%
final_layout,seq_area,0,um2
yosys,ys_seq_share,0,%
routing,drtIter0Drc,4,
global_route,grt_pass1_wl,1545,um
setup_path,cp_slowest_cell,"o21a_1",
yosys,adder_share,0,%
timing,hold_viol,0,
yosys,syn-cell-area,270.3,um2
setup_path,worstPathArrival,820,ps
yosys,syn_inst,42,
final_layout,design.seq.count,0,
setup_path,endpoint_kind,"primary output",
yosys,top_cells_by_area,"buf_4, nor2_1, nand2b_1",
yosys,mux_share,3.704,%
placed_design,place_congestion,0.7069,
routing,drt_wl_total,1100,um
yosys,synth.logic.top_family,"buffers and inverters",
yosys,ys_types,16,
final_layout,instances_no_fill,117,
yosys,yosys.area_share.simple,18.98,%
setup_path,cpLargestDelayFamily,"buffers and inverters",
status,failed_checks,"setup timing",
routing,insertedDiodeCount,0,
timing,slew_viol_final,0,
setup_path,start_kind,"input pin",
global_route,grt_antenna_before_repair,0,
global_route,grt_start_max_net_pins,10,
floorplan,die_h,80,um
final_layout,drive_gt1_share,66.20,%
routing,post_drt_wl_per_cell,9.402,um
power,pwr-share-comb,100.0,%
job,warnings,37,
timing,setup_viol,6,
placed_design,dp_cells,106,
routing,drc,0,
power,clkPwrFrac,0,%
routing,vias,309,
final_layout,final_area,599.3,um2
floorplan,std_cell_rows,21,
setup_path,cp_num_buf_inv,4,
setup_path,required,800,ps
yosys,synth_area_per_cell,6.435,um2
placed_design,io_buffers,24,
setup_path,critPathKind,"in -> out",
power,leakagePower,0.0003234,uW
power,p_seq_share,0,%
power,total_power,204.8,uW
yosys,synth_xor_xnor_area_share,3.241,%
power,vdd_drop_max,66.72,uV
final_layout,clkbuf_count,0,
routing,viasPerCell,2.641,
timing,finalClockPeriodUsage,102.1,%
floorplan,die_x,80,um
timing,fin_crit,1021,ps
final_layout,final_common_cell,"conb_1",
setup_path,cp_common_cell,"buf_6",
timing,finalWorstSetupSlack,-20.97,ps
yosys,ys_cells,42,
global_route,track_usage,2.888,%
## cell type report
| type | count | area [um2] |
|---|---|---|
| fillers | 384 | 2816 |
| inverters | 3 | 11.26 |
| multi-input cells | 29 | 209.0 |
| well taps | 46 | 57.56 |
| repair buffers | 39 | 321.6 |
## synthesized netlist by cell type, drive strengths merged
library cell / n
a21oi: 2
and2: 1
buf: 21
conb: 2
inv: 3
mux2i: 1
nand2b: 3
nor2: 5
nor3: 1
o21a: 1
o21ai: 1
xnor2: 1
## tightest hold or removal path: stages
cell and delay, ps:
buf_12 90, buf_4 110, nor2_4 40, clkbuf_2 80
## what timing repair did
| item | CTS | global route |
|---|---|---|
| pin swaps | 6 | 2 |
| setup endpoints to repair | 21 | 9 |
| resized | 87 | 15 |
| setup buffers | 9 | 5 |
## per-stage QoR
stage	hold slack [ps]	util [%]	TNS [ps]
global placement	1504	14.07	-16240
finish	718.2	17.55	-94.08
detailed placement	1509	14.07	-16380
CTS	716.5	17.18	-203.2
global route	737.6	17.55	-350.3
floorplan	416.7	-	0
## logic make-up (layout without fill, tap and decap cells)
| logic type | Yosys count | count (layout) |
|---|---|---|
| buffers and inverters | 24 | 42 |
| XOR/XNOR | 1 | 1 |
| multiplexers | 1 | 1 |
| AND-OR/OR-AND | 4 | 4 |
| other | 2 | 13 |
| AND/OR/NAND/NOR | 10 | 10 |
## power by group through the flow
stage     clock [uW]  sequential [uW]  combinational (uW)
4_1_cts            0                0                 199
5_1_grt            0                0                 228
6_report           0                0                 205
## layer usage
layer	share of wire (%)	wire, um	global-route usage [%]	vias up
met1	40	435	2.906	131
li1	-	-	-	154
met4	0	0	0	0
met5	0	0	0	-
met3	15	163	1.591	0
met2	46	501	5.377	24
## path summary, 6_finish.rpt
check | from | endpoint | slack, ps | depth (start not counted)
max | addr[1] | data_out[25] | -20 | 5
min | addr[2] | data_out[3] | 720 | 4
Power figures rest on the tool's default switching activity, not on a simulated workload.
