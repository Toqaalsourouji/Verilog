--- design/flow/design.v ---
module regFile (clk, rst, A_data, B_data, W_data, A_addr, B_addr, W_addr, wr); 
input clk, rst; 
output[7:0] A_data, B_data; 
input[7:0] W_data; 
input[3:0] A_addr, B_addr, W_addr; 
input wr; 
reg[7:0] RegFile[0:15]; 
assign A_data = RegFile[A_addr]; 
assign B_data = RegFile[B_addr]; 
always @ (posedge clk) begin 
if(!rst) 
if(wr) 
RegFile[W_addr] <= W_data; 
end 
endmodule 
--- design/flow/run.sh ---
#!/bin/bash
# OpenROAD 26Q1-2900-gdf79404cd8, Yosys 0.63+post, stock flow scripts
make -C /OpenROAD-flow-scripts/flow DESIGN_CONFIG=/design/flow/config.mk WORK_HOME=/design/flow/orfs finish
--- design/flow/config.mk ---
export PLATFORM = sky130hd
export DESIGN_NAME = regFile
export DESIGN_NICKNAME = regFile
export VERILOG_FILES = /design/flow/design.v
export SDC_FILE = /design/flow/constraint.sdc
export NUM_CORES = 4
export LEC_CHECK = 1
export CORE_UTILIZATION = 30
--- design/flow/constraint.sdc ---
current_design regFile

set clk_period 3.1
set clk_io_pct 0.2

create_clock -name clk0 -period $clk_period [get_ports {clk}]

set non_clock_inputs [all_inputs -no_clocks]
set_input_delay [expr $clk_period * $clk_io_pct] -clock clk0 $non_clock_inputs
set_output_delay [expr $clk_period * $clk_io_pct] -clock clk0 [all_outputs]
==> impl_metrics.ini <==
; implementation run metrics
[final_timing]
fmaxAchievable_ghz = 0.332
timing_worst_slew_pin_value_ps = 706
final_min_period_ps = 3010
final.setup.tns_ps = 0
final-max-slew-violation-count = 0
finalSetupViolCount = 0
finalHoldViolations = 0
rsz_0062_raised_after_global_routing = false
finalWorstSetupSlack_ps = 91.7
timing.hold.ws_ps = 1150
timing.max_slew.rel_slack_pct = 52.8
final_min_period_over_clock_period_pct = 97.0

[die]
die_area_um2 = 20700
floorplanUtilization_pct = 30.8
horizontal_extent_of_the_die_um = 144
die_y_um = 144
core_um2 = 19600
rows = 51
pin_count = 39

[clock_tree]
tritoncts_clock_tree = done
clkTransAtPathRegs_ps = 50
cts_num_sinks = 128
cts_buffers = 17
cts.path.max_buffers = 2
clock_tree.root_cell = clkbuf_16
h_tree_lvl_count = 4

[route]
num_antenna_cells = 0
antenna_violating_nets_post_route = 0
drt-wirelength-per-cell_um = 23.4
routed_wl_um = 15400
detailroute.via_count = 3427
drt_first_pass_iters = 4
detail_route.vias_per_cell = 5.20
remaining_drc_errors = 0
drt_iter0_markers = 159

[global_routing]
initial_antenna_violation_count = 0
grt_start_max_net_pins = 24
wire_length_of_the_first_global_routing_pass_um = 22000
grt.overflow.total = 0
grt_usage_pct = 16.6
grt_pass1_vias = 3629

[power_and_ir_drop]
power.density_cell_area_nw_per_um2 = 530
internal_power_mw = 3.23
power_frac_seq_pct = 47.5
p_leak_nw = 2.61
clock_power_share_pct = 43.0
switching_share_pct = 20.9
vdd_drop_max_uv = 289
switching_power_mw = 0.852
p_comb_share_pct = 9.6

[logic_synthesis]
netlist_top_cells_area = edfxtp_1 (64%), mux4_2 (13%), mux4_1 (12%), a22oi_1 (4.0%), nand2_1 (1.1%)
synth_area_leader_cell = edfxtp_1
postSynthAreaPerCell_um2 = 20.7
yosysUniqueCellTypes = 20
synth-seq-cells = 128
area_of_the_mapped_netlist_um2 = 6030
chip_area_in_the_yosys_report_um2 = 6030
netlist.area_leader.share_pct = 63.7
synth-seq-area-share_pct = 63.7
synth-cells-yosys = 292
yosys_warnings = 1
synthCells = 292

[run]
timing.max_cap.violations = 0
openroad.warnings = 25

[layout]
top_register = RegFile
fillers = 1732
reg_top3 = RegFile (128)
area.growth.synth_to_final_pct = 27.5
max_reg_flops = 128
fin_util_pct = 39.3
final-instance-count-excl-fill = 659
drive_gt1_share_pct = 31.0

[worst_setup_path]
critical_path_class = primary input to output pin
critPathLaunchType = primary input
critical_path_peak_fanout = 12
cp_data_required_time_ps = 2480
endpoint_kind = output pin
arrival_ps = 2390

[placed_design]
port-buffer-count = 38
place_inst = 623
pre_cts_slack_ps = -69.8
dp_hpwl_um = 9830
place.gp.congestion = 0.883

[min_path]
worstHoldPathCells = 1
min-delay-path-class = primary input to flop

[outcome]
status = complete, no violations
[through the flow]
stage / instance area [um2] / total power [mW]
6_report: 7690 / 4.08
5_1_grt: 7690 / 4.21
4_1_cts: 7660 / 4.10
3_5_place_dp: 7050 / 2.34
2_1_floorplan: 6030 / 2.15
3_3_place_gp: 7050 / 2.34
[worst max-delay path, cell delays in order]
cell	delay [ps]
clkbuf_4	190
buf_12	180
buf_4	170
mux4_2	530
a22oi_2	210
nand2_1	90
clkdlybuf4s50_1	400
[kinds of logic (layout without fill, tap and decap cells)]
kind of cell           count (synthesis)  count (layout)  synth area share, %
DFF                                  128             128                 63.7
muxes                                 64              64                 25.7
and+or+nand+nor                       48              48                 3.75
AOI/OAI and AO/OA                     32              32                 3.98
buffers and inverters                 20             122                 2.84
[routing by layer]
| layer | up-vias | routed length (um) | GRT usage (%) |
|---|---|---|---|
| met5 | - | 0 | 2.51 |
| met1 | 1689 | 5210 | 19.0 |
| met2 | 228 | 7080 | 24.1 |
| met3 | 32 | 2580 | 13.0 |
| met4 | 0 | 512 | 4.48 |
| li1 | 1478 | - | - |
[repair_timing]
item,4_1_cts,5_1_grt
cloned,2,1
hold buffers,0,0
setup endpoints to repair,8,2
resized,6,1
setup buffers,2,0
[layout make-up]
class	count	area [um2]	share of cell area (%)
Clock buffer	18	429	5.58
Sequential cell	128	3840	50.0
Tap cell	265	332	4.31
Clock inverter	13	97.6	1.27
Multi-Input combinational cell	144	2030	26.4
Timing Repair Buffer	91	961	12.5
[cells in the mapped netlist]
library cell and n:
a22oi_1 32, mux4_4 2, nand4b_1 1, buf_1 1
mux4_2 34, mux4_1 28, and2_1 2, nand2_1 18
buf_4 2, nor3_1 4, buf_2 5, clkdlybuf4s25_2 6
and2b_1 2, buf_6 6, edfxtp_1 128, nor2_1 14
nor3b_1 1, nand2b_1 3, nand4bb_1 1, nor2b_1 2
[cells in the final DEF (no fill, tap or decap), drive strengths merged]
master / n
a22oi: 32
and2: 2
and2b: 2
buf: 51
bufbuf: 2
bufinv: 1
clkbuf: 20
clkdlybuf4s50: 34
clkinv: 8
clkinvlp: 3
dlygate4sd2: 2
edfxtp: 128
inv: 1
mux4: 64
nand2: 18
nand2b: 3
nand4b: 1
nand4bb: 1
nor2: 14
nor2b: 2
nor3: 4
nor3b: 1
[power by group through the flow]
| stage | registers [mW] | logic (mW) | clock network (mW) |
|---|---|---|---|
| 6_report | 1.94 | 0.391 | 1.75 |
| 5_1_grt | 1.94 | 0.418 | 1.86 |
| 4_1_cts | 1.94 | 0.389 | 1.77 |
[final timing paths]
check	startpoint	endpoint	slack [ps]
worst max-delay path	A_addr[0]	A_data[5]	90
worst min-delay path	W_data[4]	RegFile[9][4]	1150
No activity file was given, so power comes from the tool's default toggle rates.
